### design/flow/constraint.sdc
current_design iqdemap_16qam

set clk_period 13.4
set clk_io_pct 0.2

create_clock -name clk0 -period $clk_period [get_ports {CLK}]

set non_clock_inputs [all_inputs -no_clocks]
set_input_delay [expr $clk_period * $clk_io_pct] -clock clk0 $non_clock_inputs
set_output_delay [expr $clk_period * $clk_io_pct] -clock clk0 [all_outputs]
### design/flow/config.mk
export PLATFORM = sky130hd
export DESIGN_NAME = iqdemap_16qam
export DESIGN_NICKNAME = iqdemap_16qam
export VERILOG_FILES = /design/flow/design.v
export SDC_FILE = /design/flow/constraint.sdc
export NUM_CORES = 4
export LEC_CHECK = 1
export CORE_UTILIZATION = 40
### design/flow/run.sh
#!/bin/bash
# OpenROAD 26Q1-2900-gdf79404cd8, Yosys 0.63+post, stock flow scripts
make -C /OpenROAD-flow-scripts/flow DESIGN_CONFIG=/design/flow/config.mk WORK_HOME=/design/flow/orfs finish
### design/flow/design.v
module iqdemap_16qam 
(
 input               CLK,
 input               RST,
 input               ce,
 input               valid_i,
 input signed [10:0] ar,
 input signed [10:0] ai,
 output              valid_o,
 output [127:0]      writer_data,
 output              valid_raw,
 output [3:0]        raw
 );
reg[7:0] bytes;
reg[127:0] data;
reg valid_output;
reg[2:0] state;
assign valid_o = valid_output;
assign valid_raw = 0;
assign writer_data = data;
assign raw = ((ar[10:9] == 2'b10) ? 4'b1000 :
  (ar[10:9] == 2'b11) ? 4'b1010 : 
  (ar[10:9] == 2'b00) ? 4'b0010 : 
  (ar[10:9] == 2'b01) ? 4'b0000 : 0)
  + 
  ((ai[10:9] == 2'b10) ? 4'b0100 : 
  (ai[10:9] == 2'b11) ? 4'b0101 : 
  (ai[10:9] == 2'b00) ? 4'b0001 : 
  (ai[10:9] == 2'b01) ? 4'b0000 : 0);
always @(posedge CLK) begin
   if (!RST) begin
      state <= 0;
      bytes <= 0;
      data = 0;
      valid_output <= 0;
   end else begin
      if(state == 0) begin
         valid_output <= 0;
         if(valid_i) begin
            state = 1;
            bytes <= 4;
            valid_output <= 0;
            data = (data << 4) + raw;
         end
      end else if(state == 1) begin
        data = (data << 4) + raw;
        bytes = bytes + 4;
        if(bytes == 128) begin
           valid_output <= 1;
           state <= 0;
        end
      end
   end
end
endmodule
==> impl_metrics.env <==
# source this file to load flow results
export IMPL_run_status="finished clean"
export IMPL_globalRouteOverflowTotal=0
export IMPL_post_syn_area_per_cell_um2=8.109
export IMPL_fraction_of_power_consumed_by_sequential_logic_pct=42.3
export IMPL_fp_utilization_pct=41.47
export IMPL_die_y_um=114.3
export IMPL_avgViaCountPerCell=4.783
export IMPL_non_filler_cells_final=922
export IMPL_logic_area_um2=2071
export IMPL_syn_inst_count=622
export IMPL_routed_top_layer="met4"
export IMPL_synthDominantCellAreaShare_pct=54.38
export IMPL_synth_stat_cells=622
export IMPL_cts_max_level=4
export IMPL_worst_ep_arrival_time_ns=4.10
export IMPL_drive_gt1_share_pct=5.968
export IMPL_hold_violations=0
export IMPL_clk_insertion_delay_late_ns=0.41
export IMPL_hold_slack_ns=0.4583
export IMPL_numSynthFlops=137
export IMPL_grt_start_max_net_pins=85
export IMPL_std_cell_rows=40
export IMPL_power_combinational_fraction_pct=4.5
export IMPL_cts_sinks=137
export IMPL_drt_first_iter_violations=352
export IMPL_netSwitchingPower_w=0.0002024
export IMPL_timing_critical_path_to_type="primary output"
export IMPL_postRouteAntennaNets=0
export IMPL_post_cts_resized_instances=0
export IMPL_fin_worst_skew_ns=0.003983
export IMPL_place_gp_congestion=0.8074
export IMPL_first_pass_grt_wire_length_um=19300
export IMPL_final_core_utilization_pct=58.66
export IMPL_synth_top_cells_by_area="sky130_fd_sc_hd__dfxtp_1 (54%), sky130_fd_sc_hd__nand2_1 (19%), sky130_fd_sc_hd__a21oi_1 (9.5%)"
export IMPL_fp_coreArea_um2=12160
export IMPL_drt_total_wl_um=11900
export IMPL_power_density_nw_per_um2=137.1
export IMPL_fin_crit_sh_pct=50.61
export IMPL_min_delay_path_class="register to register"
export IMPL_min_period_ns=6.781
export IMPL_top_area_cell="sky130_fd_sc_hd__dfxtp_1"
export IMPL_synth_seq_area_share_pct=54.38
export IMPL_cts_hold_buffers_added=0
export IMPL_stage_log_warnings=47
export IMPL_port_buffers=139
export IMPL_yosys_area_um2=5044
export IMPL_timing_critical_path_fanout_max=2
export IMPL_route_layer_met1_wl_um=5688
export IMPL_antenna_violations_before_repair=0
export IMPL_via_count=4410
export IMPL_clockPowerShare_pct=53.2
export IMPL_cts_root_buffer_cell="sky130_fd_sc_hd__clkbuf_16"
export IMPL_detailroute_wirelength_met3_um=888
export IMPL_die_w_um=114.3
export IMPL_fillCellCount=1097
export IMPL_p_leak_nw=2.374
export IMPL_worst_slew_pin_slew_ns=0.8655
export IMPL_worstHoldPathCells=2
export IMPL_placed_cells=890
export IMPL_synthesis_yosys_warnings=1
export IMPL_route_met2_wl_um=5131
export IMPL_wire_per_inst_um=12.90
export IMPL_cts_setup_buffers=0
export IMPL_synth_area_um2=5044
export IMPL_area_growth_synth_to_final_pct=41.45
export IMPL_post_synthesis_cell_type_count=35
export IMPL_setup_worst_path_class="primary input to primary output"
export IMPL_grtUsageTotal_pct=18.86
export IMPL_rsz0062_at_grt="false"
export IMPL_switch_share_pct=20.70
export IMPL_maxCapViolCount=0
export IMPL_totalNegativeSetupSlack_ns=0
export IMPL_firstDrtPassIters=4
export IMPL_layout_area_seq_um2=2743
export IMPL_r2r_cells=5
export IMPL_chip_area_um2=13060
export IMPL_post_route_drc_count=0
export IMPL_timing_critical_path_from_type="primary input"
export IMPL_cts_made_buffers=17
export IMPL_critical_path_required_ns=10.72
export IMPL_cts_tree="done"
export IMPL_slew_headroom_pct=42.30
export IMPL_max_clock_freq_mhz=147.5
export IMPL_clock_pin_slew_on_the_worst_setup_and_hold_paths_ns=0.06
export IMPL_drv_slew=0
export IMPL_power_report_internal_total_w=0.0007755
export IMPL_io_pins=160
export IMPL_route_antenna_diode_count=0
export IMPL_post_dp_hpwl_um=7243
export IMPL_vdd_ir_drop_worst_v=0.00008109
export IMPL_setup_violations=0
export IMPL_first_global_vias=3977
export IMPL_clk_path_buf_depth=2
-- kinds of logic (layout without fill, tap and decap cells) --
kind of cell	count (synthesis)	count (layout)	synth area share, %
compound gates	143	143	16.82
xor+xnor	1	1	0.1737
fa+ha+maj	6	6	1.488
buf+inv	48	180	4.862
flops	137	137	54.38
mux	1	1	0.1985
other cells	1	1	0.07435
simple gates	285	285	22.00
-- per-layer routing --
| metal | global-route usage [%] | vias up |
|---|---|---|
| met1 | 29.00 | 2014 |
| met3 | 6.311 | 17 |
| met2 | 27.35 | 121 |
| met4 | 2.511 | 0 |
| li1 | - | 2258 |
| met5 | 0 | - |
-- through the flow --
stage | setup slack [ns] | power [W] | cell area (um^2)
after CTS | 6.612 | 0.0009901 | 7134
after detailed placement | 6.620 | 0.0004667 | 6467
after global routing | 6.574 | 0.001015 | 7134
after floorplan | 7.574 | 0.0004543 | 5044
final | 6.619 | 0.0009779 | 7134
after global placement | 6.633 | 0.0004665 | 6467
-- state kept, by name, summed over array words and instances, names as in the netlist --
register      flops
data            128
valid_output      1
state             2
bytes             6
-- critical path: stages --
cell,delay (ns)
sky130_fd_sc_hd__clkdlybuf4s50_1,0.48
sky130_fd_sc_hd__inv_1,0.05
sky130_fd_sc_hd__ha_1,0.17
sky130_fd_sc_hd__or2_2,0.30
sky130_fd_sc_hd__clkdlybuf4s50_1,0.42
-- cell usage after synthesis --
| cell type | number |
|---|---|
| sky130_fd_sc_hd__a311oi_1 | 1 |
| sky130_fd_sc_hd__dfxtp_1 | 137 |
| sky130_fd_sc_hd__nand4_1 | 1 |
| sky130_fd_sc_hd__xnor2_1 | 1 |
| sky130_fd_sc_hd__nand2b_1 | 3 |
| sky130_fd_sc_hd__inv_2 | 1 |
| sky130_fd_sc_hd__mux2i_1 | 1 |
| sky130_fd_sc_hd__a31o_2 | 1 |
| sky130_fd_sc_hd__a21oi_2 | 1 |
| sky130_fd_sc_hd__or2_2 | 2 |
| sky130_fd_sc_hd__o211a_1 | 1 |
| sky130_fd_sc_hd__o21a_1 | 1 |
| sky130_fd_sc_hd__nand2_1 | 260 |
| sky130_fd_sc_hd__nand3_1 | 3 |
| sky130_fd_sc_hd__a21oi_1 | 96 |
| sky130_fd_sc_hd__o211ai_1 | 1 |
| sky130_fd_sc_hd__nor3_1 | 4 |
| sky130_fd_sc_hd__a22oi_1 | 1 |
| sky130_fd_sc_hd__o2bb2ai_1 | 1 |
| sky130_fd_sc_hd__and3_1 | 1 |
| sky130_fd_sc_hd__o21ai_0 | 1 |
| sky130_fd_sc_hd__o21bai_1 | 1 |
| sky130_fd_sc_hd__ha_1 | 6 |
| sky130_fd_sc_hd__a21boi_0 | 22 |
| sky130_fd_sc_hd__buf_4 | 12 |
| sky130_fd_sc_hd__nor2b_1 | 3 |
| sky130_fd_sc_hd__conb_1 | 1 |
| sky130_fd_sc_hd__inv_1 | 3 |
| sky130_fd_sc_hd__nor2_1 | 7 |
| sky130_fd_sc_hd__and4b_1 | 1 |
| sky130_fd_sc_hd__a31oi_1 | 1 |
| sky130_fd_sc_hd__clkbuf_1 | 16 |
| sky130_fd_sc_hd__o221a_2 | 3 |
| sky130_fd_sc_hd__buf_2 | 16 |
| sky130_fd_sc_hd__a21boi_1 | 11 |
-- layout by cell type (no fill, tap or decap), types with 2 or more instances in the layout --
cell,Yosys,final
sky130_fd_sc_hd__buf_4,12,5
sky130_fd_sc_hd__nand2b_1,3,3
sky130_fd_sc_hd__or2_2,2,2
sky130_fd_sc_hd__ha_1,6,6
sky130_fd_sc_hd__nand2_1,260,259
sky130_fd_sc_hd__inv_1,3,3
sky130_fd_sc_hd__nor2b_1,3,3
sky130_fd_sc_hd__nor3_1,4,4
sky130_fd_sc_hd__a21boi_1,11,11
sky130_fd_sc_hd__clkdlybuf4s50_1,0,139
sky130_fd_sc_hd__a21boi_0,22,22
sky130_fd_sc_hd__clkinv_2,0,4
sky130_fd_sc_hd__clkbuf_16,0,17
sky130_fd_sc_hd__nand3_1,3,3
sky130_fd_sc_hd__nor2_1,7,7
sky130_fd_sc_hd__clkinvlp_4,0,2
sky130_fd_sc_hd__o221a_2,3,3
sky130_fd_sc_hd__bufinv_16,0,6
sky130_fd_sc_hd__dfxtp_1,137,137
sky130_fd_sc_hd__a21oi_1,96,96
-- final timing paths --
check                                  to  slack [ns]       from
worst max register to register   bytes[7]       10.99   state[0]
worst min-delay path            data[126]        0.46  data[126]
worst min register to register  data[126]        0.46  data[126]
worst max-delay path               raw[3]        6.62      ar[9]
-- final cells by class --
class                   instances  area share [%]
clock inverters                13           3.139
repair buffers                144           20.03
multi-input cells             437           29.02
clock buffers                  19           6.208
well taps                     168           2.946
inverters                       4          0.2105
flip-flops and latches        137           38.44
-- power groups by stage --
stage | combinational [W] | sequential (W) | clock [W]
5_1_grt | 0.0000496 | 0.000413 | 0.000552
6_report | 0.0000444 | 0.000413 | 0.000520
4_1_cts | 0.0000452 | 0.000413 | 0.000532
Power and IR drop assume default switching activity.
