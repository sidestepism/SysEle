<file path="design/flow/design.v">
module iqdemap_qpsk 
(
 input               CLK,
 input               RST,
 input               ce,
 input               valid_i,
 input signed [10:0] ar,
 input signed [10:0] ai,
 output              valid_o,
 output [127:0]      writer_data,
 output              valid_raw,
 output [1:0]        raw
 );
reg[7:0] bytes;
reg[127:0] data;
reg valid_output;
reg[2:0] state;
assign valid_o = valid_output;
assign valid_raw = 0;
assign writer_data = data;
assign raw = !ar[10] * 2 + ai[10];
always @(posedge CLK) begin
   if (!RST) begin
      state <= 0;
      bytes <= 0;
      data = 0;
      valid_output <= 0;
   end else begin
      if(state == 0) begin
         valid_output <= 0;
         if(valid_i) begin
            state = 1;
            bytes <= 2;
            valid_output <= 0;
            data = (data << 2) + raw;
         end
      end else if(state == 1) begin
        data = (data << 2) + raw;
        bytes = bytes + 2;
        if(bytes == 128) begin
           valid_output <= 1;
           state <= 0;
        end
      end
   end
end
endmodule
</file>
<file path="design/flow/run.sh">
#!/bin/bash
# OpenROAD 26Q1-2900-gdf79404cd8, Yosys 0.63+post, stock flow scripts
make -C /OpenROAD-flow-scripts/flow DESIGN_CONFIG=/design/flow/config.mk WORK_HOME=/design/flow/orfs finish
</file>
<file path="design/flow/config.mk">
export PLATFORM = sky130hd
export DESIGN_NAME = iqdemap_qpsk
export DESIGN_NICKNAME = iqdemap_qpsk
export VERILOG_FILES = /design/flow/design.v
export SDC_FILE = /design/flow/constraint.sdc
export NUM_CORES = 4
export LEC_CHECK = 1
export CORE_UTILIZATION = 30
</file>
<file path="design/flow/constraint.sdc">
current_design iqdemap_qpsk

set clk_period 10.7
set clk_io_pct 0.2

create_clock -name clk0 -period $clk_period [get_ports {CLK}]

set non_clock_inputs [all_inputs -no_clocks]
set_input_delay [expr $clk_period * $clk_io_pct] -clock clk0 $non_clock_inputs
set_output_delay [expr $clk_period * $clk_io_pct] -clock clk0 [all_outputs]
</file>
==> CHANGELOG.md <==
### Implementation results

- Final WL: 11.8 mm
- Area Growth Syn to Fin: 39.1%
- Largest net degree at the start of global routing: 80
- Slew Limit Fails: 0
- CTS max path bufs: 2
- First-pass GRT wire length: 19.6 mm
- Initial Util: 0.311
- Dpl ws: 5.49 ns
- Htree depth: 4
- Top cells, area: dfxtp_1 55%, nand2_1 20%, a21oi_1 13%, buf_6 2.0%, buf_2 1.7%
- TritonCTS buffer count: 17
- Total vias in the final route: 4343
- Number of fill cells in the layout: 1603
- Fraction of layout cells with a size suffix above 1: 0.0532
- Root buffer selected by CTS: clkbuf_16
- Chip area in the Yosys report: 5010 µm²
- Post-route clock period utilization: 0.488
- Peak VDD IR: 0.0000977 V
- Fin Clk Skew: 0.00590 ns
- Tmin final: 5.22 ns
- Startpoint Class: primary input
- Hold path cells: 2
- Placeable Area: 16100 µm²
- First-pass iteration count of the detailed router: 4
- Post-CTS sizing: 0
- CTS clk-pin slew, worst paths: 0.05 ns
- Synthesized instance count: 628
- RSZ-0062 raised after global routing: false
- Flop area: 2760 µm²
- Min Hold Slack: 0.452 ns
- Final hold viol count: 0
- Die height: 131 µm
- Late-Pin Clk Latency: 0.41 ns
- Grt ovf: 0
- Remaining antenna violation count: 0
- Initial DRC count: 199
- Post-Syn Area: 5010 µm²
- Setup bufs post-CTS: 0
- Synth flops: 138
- Placed Area: 6380 µm²
- Worst-margin pin slew: 0.810 ns
- # rows: 46
- Crit path top cell by count: clkdlybuf4s50_1
- Hold buffer count at cts: 0
- Netlist cell types: 35
- Number of OpenROAD warnings: 46
- Gr usage total: 0.140
- Logic area: 1950 µm²
- Initial antenna violation count: 0
- Max FO, Critical Path: 2
- Placer Congestion: 0.739
- Ys async rst share: 0
- YS warnings: 1
- Via density: 4.49
- Vias in the first global route: 3913
- F_max: 192 MHz
- Worst Slack Setup Final: 5.48 ns
- Slowest cell on crit path: clkdlybuf4s50_1
- I/O pins: 158
- # clock sinks: 138
- Max-cap violations: 0
- Dominant flop cell: dfxtp_1
- DRC Markers: 0
- Cell type with the largest total area: dfxtp_1
- PortBufs: 135
- Final Setup Violations: 0
- CP Capture Type: output pin
- CP cell instances: clkdlybuf4s50_1 -> inv_1 -> clkdlybuf4s50_1
- Avg WL per Cell: 12.2 µm
- CTS tree: yes
- Estimated wirelength of the detail-placed design: 6.81 mm
- Syn avg cell area: 7.97 µm²
- Seq share, synth: 0.552
- Die area: 17200 µm²
- Top cell area share: 0.552
- CP required: 8.56 ns
- # diodes: 0
- Overall die width: 131 µm
- Worst relative slew slack: 0.460
- Leakage: 2.24 nW
- Crit Path Category: in2out
- Setup TNS: 0 ns
- WP data arrival: 3.08 ns
- Class of the worst hold path: reg2reg
- Status: finished clean
- Reg2reg path depth: 5
- Design Area, Final: 6960 µm²
- Crit path largest cell delay: 0.45 ns
- Yosys cell count: 628
- Post-synth EDFFs: 0
- Pwr Density: 164 nW/µm²
==> cell usage in the layout (no fill, tap or decap), drive strengths merged, types with 3 or more instances in the layout <==
| cell type | instances |
|---|---|
| a21oi | 132 |
| a311oi | 3 |
| buf | 4 |
| clkbuf | 21 |
| clkdlybuf4s50 | 135 |
| clkinv | 7 |
| dfxtp | 138 |
| inv | 4 |
| nand2 | 262 |
| nand2b | 3 |
| nand3 | 4 |
| nor2 | 8 |
| nor4 | 3 |
| o21ai | 4 |
| or3 | 3 |
==> logic make-up (layout without fill, tap and decap cells) <==
| group | count (synthesis) | in the layout | share of synthesized area |
|---|---|---|---|
| and+or+nand+nor | 288 | 288 | 0.227 |
| AOI/OAI and AO/OA | 149 | 149 | 0.158 |
| DFF | 138 | 138 | 0.552 |
| buffers and inverters | 51 | 175 | 0.0605 |
| adders and majority gates | 1 | 1 | 0.00250 |
| other | 1 | 1 | 0.000749 |
==> per-layer routing <==
metal / track usage / routed length, µm / vias to the layer above
met5: 0 / 0 / -
met4: 0.0144 / 102 / 0
met3: 0.0393 / 705 / 5
met2: 0.206 / 5050 / 92
met1: 0.215 / 5950 / 1977
li1: - / - / 2269
==> power breakdown <==
group          leakage, nW  switching [W]  internal (W)
sequential            1.11     0.00000241      0.000516
combinational        0.840      0.0000396    0.00000938
clock                0.283       0.000220      0.000355
==> metrics by stage <==
step / power (W) / cells / utilization
2_1_floorplan: 0.000573 / 628 / -
3_3_place_gp: 0.000581 / 936 / 0.396
3_5_place_dp: 0.000580 / 936 / 0.396
4_1_cts: 0.00116 / 968 / 0.432
5_1_grt: 0.00119 / 968 / 0.432
6_report: 0.00114 / 968 / 0.432
==> final cells by class <==
cell class	count	area share
sequential	138	0.397
multi-input combinational	439	0.280
timing repair buffer	139	0.198
clock buffer	21	0.0661
tap	216	0.0388
clock inverter	11	0.0174
inverter	4	0.00252
==> synth_stat cells (2+ instances only) <==
library cell,count
nand2_1,262
dfxtp_1,138
a21oi_1,132
buf_2,17
clkbuf_1,17
buf_6,9
nor2_1,7
nand3_1,4
buf_4,3
inv_1,3
nand2b_1,3
nor4_1,3
o21ai_0,3
or3_1,3
a211oi_1,2
a311oi_1,2
and3_1,2
==> flip-flops by register name, summed over array words and instances (netlist names) <==
register	flops
bytes	7
data	128
state	2
valid_output	1
==> final timing paths <==
check / startpoint / endpoint / slack [ns]
worst max-delay path: ar[10] / raw[1] / 5.48
worst min-delay path: valid_output$_SDFFE_PP0P_ / valid_output$_SDFFE_PP0P_ / 0.45
worst max register to register: state[0]$_DFF_P_ / data[68]$_SDFFE_PN0P_ / 8.39
worst min register to register: valid_output$_SDFFE_PP0P_ / valid_output$_SDFFE_PP0P_ / 0.45
==> worst max-delay path: cells and delay by family <==
kind                   cells  cell delay [ns]
buffers and inverters      3             0.93
Power figures rest on the tool's default switching activity, not on a simulated workload.
