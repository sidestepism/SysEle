`config.mk`:
```
export PLATFORM = sky130hd
export DESIGN_NAME = iqdemap_bpsk
export DESIGN_NICKNAME = iqdemap_bpsk
export VERILOG_FILES = /design/flow/design.v
export SDC_FILE = /design/flow/constraint.sdc
export NUM_CORES = 4
export LEC_CHECK = 1
export CORE_UTILIZATION = 30
```
`constraint.sdc`:
```
current_design iqdemap_bpsk

set clk_period 10.3
set clk_io_pct 0.2

create_clock -name clk0 -period $clk_period [get_ports {CLK}]

set non_clock_inputs [all_inputs -no_clocks]
set_input_delay [expr $clk_period * $clk_io_pct] -clock clk0 $non_clock_inputs
set_output_delay [expr $clk_period * $clk_io_pct] -clock clk0 [all_outputs]
```
`design.v`:
```
module iqdemap_bpsk 
(
 input               CLK,
 input               RST,
 input               ce,
 input               valid_i,
 input signed [10:0] ar,
 input signed [10:0] ai,
 output              valid_o,
 output [127:0]      writer_data,
 output              valid_raw,
 output              raw
 );
reg[7:0] bytes;
reg[127:0] data;
reg valid_output;
reg[2:0] state;
assign valid_o = valid_output;
assign valid_raw = 0;
assign writer_data = data;
always @(posedge CLK) begin
   if (!RST) begin
      state <= 0;
      bytes <= 0;
      data = 0;
      valid_output <= 0;
   end else begin
      if(state == 0) begin
         valid_output <= 0;
         if(valid_i) begin
            state = 1;
            bytes <= 1;
            valid_output <= 0;
            data = (data << 1) + (ar > 0);
         end
      end else if(state == 1) begin
        data = (data << 1) + (ar > 0);
        bytes = bytes + 1;
        if(bytes == 128) begin
           state <= 2;
        end
      end else if(state == 2) begin
         valid_output <= 1;
         state <= 0;
      end else begin
      end
   end
end
endmodule
```
`run.sh`:
```
#!/bin/bash
# OpenROAD 26Q1-2900-gdf79404cd8, Yosys 0.63+post, stock flow scripts
make -C /OpenROAD-flow-scripts/flow DESIGN_CONFIG=/design/flow/config.mk WORK_HOME=/design/flow/orfs finish
```
==> notes.md <==
Implementation results.

The setup check on the worst reg-to-reg path leaves a slack of 7550 ps. Yosys attributes the largest share of cell area to sky130_fd_sc_hd__dfxtp_1, sky130_fd_sc_hd__nand2_1, sky130_fd_sc_hd__a21boi_1. The worst setup path is captured at a register. The horizontal die dimension reported for this design is 138 microns. In the hold timing report, the worst path depth is 1. The most common logic cells in the final layout are sky130_fd_sc_hd__nand2_1, sky130_fd_sc_hd__clkdlybuf4s50_1, sky130_fd_sc_hd__dfxtp_1, sky130_fd_sc_hd__a21boi_1, sky130_fd_sc_hd__clkbuf_16. The count of pins over their slew limit is 0. Cells with a size suffix above 1 make up 6.47% of the layout. The hold path startpoint is state[1]. The post-route fraction of the period consumed by the critical path is 41.8%. TritonRoute reported its final design rule violation total as 0. The path class of the lowest-slack min-delay path is reg -> reg. The placed cell area is 0.00696 sq mm. As reported, the later end of the worst-skew pair has a clock insertion delay of 400 ps. The tally of unique sky130hd cells used after synthesis is 42. The core region is 0.0180 sq mm. Yosys reported that registers with async set or reset make up 0%. Looking at the max-slew report, the worst-margin pin has a slew of 840 ps. The biggest area consumer among synthesized cells is sky130_fd_sc_hd__dfxtp_1. The relative slew slack is 44.0%. The number of port buffers is 142. In this run the layout overhead on the synthesized area is reported as 35.8%. For this design, the slowest cell found on the critical path is sky130_fd_sc_hd__a21oi_4. Together, buffers and inverters on the worst path number 3. The pin count of the biggest net entering global routing is 76. Per report_power, the sequential group accounts for 46.6% of the total. The delay of the slowest cell on the worst path is 630 ps. The synthesized design devotes to its leading area cell type 50.7% of total area. The arrival time at the worst endpoint is 4640 ps. Hold analysis lists the worst path endpoint as state[0].

The top routing layer in use is met4. The largest fanout of any net on the critical path is 66. The number of setup violations in the final report is 0. The synthesized design contains 140 register bits. The routability-driven placement congestion ratio is 0.761.

Per the CTS log, the buffer count on the longest clock path is 2. The warning count from the yosys run is 2. Setup repair after global routing left no endpoint under its margin. The capture point of the worst register-to-register path is recorded as data[33]. The final layout reports a setup TNS of 0 ps.

The cell sitting at the root of the clock tree is a sky130_fd_sc_hd__clkbuf_16. In the routed netlist, the antenna diode instances number 0. The total global routing overflow is 0. The mean cell area of the mapped netlist is 8.58 sq um.

The report lists the cells along the critical path as clkdlybuf4s50_1 > a21oi_4 > buf_4 > buf_4 > nand2_1 > a21boi_1. The count of max-cap constraint violations is 0. The switching share of power is 24.3%. The post-CTS hold buffer count recorded in the log is 0. The die outline area is 0.0190 sq mm. The area of all placed cells without fillers is 0.00750 sq mm. The die height is 138 microns.

The H-tree was split into 4 levels. Summed over all nets, wire length on met2 after detailed routing comes to 5320 microns. The run finished with clean final reports. The peak supply drop is 112 uV. After synthesis, flip-flops and latches occupy 50.7% of the total area. The count of mapped cells out of synthesis is 644. The netlist area before placement is 0.00552 sq mm. The count of routing violations after the opening detailed-route iteration is 258. Looking at the worst setup and hold paths, the clock pins of their registers show a slew of 60 ps. The first detailed-routing pass ran for 6 iterations.

The smallest clock period supported by the final layout is computed as 4300 ps. In this run, the combinational gates consume 6.0% of the power. The count of nets left with antenna violations once routing finished came out at 0. The starting density of the core is 30.6%. The number of resized instances in the post-cts repair step is 0. The number of clock buffers inserted by TritonCTS is 17. The yosys synthesis chip area is 0.00552 sq mm. The number of vias per cell after detailed routing is 4.51. The stage logs contain a warning count of 38. The worst reg2reg path depth is 6. The critical path start-end classification is in -> reg. Counting every sink on the clock net gives 140. The total wire length after detailed routing is 12,300 microns.

The post-layout instance count excluding filler cells is 1,002. The internal cell power is 0.000890 W. The startpoint of the most critical register-to-register path is state[0]. The cell seen most often among critical-path stages is sky130_fd_sc_hd__buf_4.

The synthesized design contains 0 enable-type register cells. The number of hold violations in the final report is 0. The initial antenna violation count is 0. Per the layout report, the design carries 1,757 filler cells.

Dividing the detail-routed wire length by the instance count gives 12.3 microns. Global routing consumed, over all layers together, 13.5% of the routing resources. The cell leakage power is 2.46 nW. The total length of routed met3 wires is 713 microns. The final setup skew is 5.15 ps. The routed layout has 4,524 vias.

The met1 routed wirelength after detailed routing is 6170 microns. At the worst endpoint, the required time is 10,640 ps. TritonCTS built the clock tree. After clock tree synthesis, the setup repair step added 0 buffers.

The net switching power figure is 0.000285 W. Including well taps, the total number of placed cells is 970. The part of the power in the clock network is 47.4%. Among cell families on the critical path, the largest total delay comes from buffers and inverters.

Per the timing report, the achievable frequency comes out to 233 MHz. The number of global-route vias before repair was 4,142. The number of rows created at floorplan is 49. By instance count after routing, the leading logic cell type is sky130_fd_sc_hd__nand2_1. The number of cell instances after yosys synthesis is 644. In the synthesized netlist the dominant register cell turns out to be sky130_fd_sc_hd__dfxtp_1. The first global-routing pass estimated 20,100 microns of wire. The I/O pin count is 157. According to the dpl log, the detail-placed design has an HPWL of 7360 microns. Dividing total power by cell area gives a power density of 157 mW/mm^2. STA classifies the critical path startpoint as an input port.
## per-layer routing
metal  vias to the layer above  global-route usage (%)
li1                       2340                       -
met1                      2071                    19.6
met2                       105                    20.9
met3                         8                    3.64
met4                         0                    1.75
met5                         -                       0
## layout make-up
cell class | count | area (sq um) | share of cell area (%)
sequential | 140 | 2800 | 37.4
multi-input combinational | 454 | 2420 | 32.2
timing repair buffer | 146 | 1450 | 19.3
clock buffer | 22 | 474 | 6.32
tap | 229 | 287 | 3.82
clock inverter | 10 | 66.3 | 0.884
inverter | 1 | 3.75 | 0.0500
## power groups by stage
stage         logic [W]  registers, W  clock network [W]
finish        0.0000702      0.000547           0.000557
global route  0.0000784      0.000547           0.000600
CTS           0.0000725      0.000547           0.000579
## state kept, by name, summed over array words and instances (netlist names)
signal and count:
bytes 8, data 128, state 3, valid_output 1
## cell usage after synthesis, drive strengths merged (2+ instances only)
cell type    n
nand2      264
dfxtp      140
a21boi     130
buf         32
clkbuf      18
o21ai        6
nand3        5
nor2b        5
nor2         4
nor3         4
a21oi        3
nand3b       3
nor4         3
a22oi        2
a31oi        2
and3         2
ha           2
nand2b       2
o211a        2
o31ai        2
## stage by stage
step           total power, W  utilization (%)  hold slack, ps  setup WS [ps]
2_1_floorplan        0.000622                -             415           7370
3_3_place_gp         0.000632             38.6             443           5490
3_5_place_dp         0.000632             38.6             437           5500
4_1_cts               0.00120             41.6             452           5940
5_1_grt               0.00123             41.6             473           5720
6_report              0.00117             41.6             449           6000
## cells by family after synthesis
kind of cell / synth area share, %
simple gates: 21.1
compound gates: 21.5
flops: 50.7
buf+inv: 5.68
fa+ha+maj: 0.453
other cells: 0.0679
xor+xnor: 0.159
mux: 0.272
## worst max-delay path by stage
stage	cells after the start	slack, ps	end	startpoint
4_1_cts	6	5940	data[1]	valid_i
5_1_grt	6	5720	data[57]	valid_i
6_report	6	6000	data[33]	valid_i
No activity file was given, so power comes from the tool's default toggle rates.
